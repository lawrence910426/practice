File: design/flow/constraint.sdc
current_design Comparator_4bits

set clk_period 2.7
set clk_io_pct 0.2

create_clock -name clk0 -period $clk_period

set non_clock_inputs [all_inputs -no_clocks]
set_input_delay [expr $clk_period * $clk_io_pct] -clock clk0 $non_clock_inputs
set_output_delay [expr $clk_period * $clk_io_pct] -clock clk0 [all_outputs]
File: design/flow/design.v
module Comparator_4bits (A, B, A_lt_B, A_gt_B, A_eq_B);
input [4-1:0] A;
input [4-1:0] B;
output A_lt_B, A_gt_B, A_eq_B;
wire [4-1:0] nA;
wire [4-1:0] nB;
wire [4-1:0] X;
wire [4-1:0] A_and_nB;
wire [4-1:0] nA_and_B;
wire [4-1:0] gt_component;
wire [4-1:0] lt_component;
not (nA[0], A[0]);
not (nA[1], A[1]);
not (nA[2], A[2]);
not (nA[3], A[3]);
not (nB[0], B[0]);
not (nB[1], B[1]);
not (nB[2], B[2]);
not (nB[3], B[3]);
and (A_and_nB[0], A[0], nB[0]);
and (A_and_nB[1], A[1], nB[1]);
and (A_and_nB[2], A[2], nB[2]);
and (A_and_nB[3], A[3], nB[3]);
and (nA_and_B[0], nA[0], B[0]);
and (nA_and_B[1], nA[1], B[1]);
and (nA_and_B[2], nA[2], B[2]);
and (nA_and_B[3], nA[3], B[3]);
nor (X[0], A_and_nB[0], nA_and_B[0]);
nor (X[1], A_and_nB[1], nA_and_B[1]);
nor (X[2], A_and_nB[2], nA_and_B[2]);
nor (X[3], A_and_nB[3], nA_and_B[3]);
and (A_eq_B, X[0], X[1], X[2], X[3]);
and (gt_component[0], X[1], X[2], X[3], A[0], nB[0]);
and (gt_component[1], X[2], X[3], A[1], nB[1]);
and (gt_component[2], X[3], A[2], nB[2]);
and (gt_component[3], A[3], nB[3]);
or (A_gt_B, gt_component[0], gt_component[1], gt_component[2], gt_component[3]);
and (lt_component[0], X[1], X[2], X[3], nA[0], B[0]);
and (lt_component[1], X[2], X[3], nA[1], B[1]);
and (lt_component[2], X[3], nA[2], B[2]);
and (lt_component[3], nA[3], B[3]);
or (A_lt_B, lt_component[0], lt_component[1], lt_component[2], lt_component[3]);
endmodule
File: design/flow/run.sh
#!/bin/bash
# OpenROAD 26Q1-2900-gdf79404cd8, Yosys 0.63+post, stock flow scripts
make -C /OpenROAD-flow-scripts/flow DESIGN_CONFIG=/design/flow/config.mk WORK_HOME=/design/flow/orfs finish
File: design/flow/config.mk
export PLATFORM = sky130hd
export DESIGN_NAME = Comparator_4bits
export DESIGN_NICKNAME = Comparator_4bits
export VERILOG_FILES = /design/flow/design.v
export SDC_FILE = /design/flow/constraint.sdc
export NUM_CORES = 4
export LEC_CHECK = 1
export CORE_AREA = 10 10 70 70
export DIE_AREA = 0 0 80 80
==> flow_summary_export.csv <==
group,metric,value,unit
detailed_routing,drt_first_pass_iters,4,
final_timing,slew_headroom,81.94,%
final_timing,layout_min_cycle_time,2.637,ns
final_timing,setup_tns,0,ns
die,fp-utilization,4.835,%
synthesis,avgSynthCellArea,6.882,um2
detailed_routing,met3WireLength,118,um
cells_and_area,syn_to_final_growth,122.0,%
global_routing,grt_max_degree,8,
synthesis,most_common_cell,"nor2b_1",
final_timing,max_freq,0.3793,GHz
global_routing,grt_pass1_vias,196,
critical_path,crit_path_end_kind,"output pin",
power_and_ir_drop,leakage,0.1730,nW
detailed_routing,top_layer_used,"met3",
synthesis,yosysUniqueCellTypes,17,
global_routing,overflow,0,
final_timing,finalClockPeriodUsage,97.65,%
synthesis,top_cells_by_count,"4 x nor2b_1, 3 x inv_1, 2 x a21oi_1, 2 x ha_1",
critical_path,crit_path_start_kind,"primary input",
synthesis,top_cell_area_share,15.15,%
critical_path,cp_max_fo,2,
global_routing,grt_pass1_wl,952,um
cells_and_area,seq_area,0,um2
cells_and_area,ff_count,0,
detailed_routing,first_iter_violations,10,
final_timing,final-hold-violation-count,0,
die,chipWidth,80,um
die,io-pin-count,11,
place,io_buffers,11,
detailed_routing,drcViolationCount,0,
final_timing,setup_viol_count_final,0,
final_timing,rsz0062_at_grt,"false",
cells_and_area,nFillCells,404,
power_and_ir_drop,ir_worst_vdd,18.85,uV
detailed_routing,routed_wl,651,um
cells_and_area,stdcell_area,366.6,um2
synthesis,syn_inst,24,
critical_path,worstPathArrival,2.10,ns
die,dieArea,6400,um2
cells_and_area,clockBufferCount,0,
detailed_routing,num_antenna_cells,0,
synthesis,ys_warn_count,0,
flow_run,log.warning_count,33,
cells_and_area,drive_gt1_share,18.92,%
detailed_routing,wl_met2,276,um
detailed_routing,dr_total_vias,221,
detailed_routing,wl_per_cell,7.843,um
critical_path,path_class,"in2out",
die,die_h,80,um
worst_hold_path,hold_path.class,"in2out",
die,rows,21,
cells_and_area,comb_area,165.2,um2
global_routing,antenna_found_initial,0,
critical_path,cp.required,2.16,ns
power_and_ir_drop,p_total,47.95,uW
place,gp_congestion,0.6490,
flow_run,maxCapViolations,0,
synthesis,syn_area,165.2,um2
detailed_routing,wl_met1,256,um
power_and_ir_drop,power_density,130.8,nW/um2
detailed_routing,detail-route-antenna-nets,0,
die,core,3416,um2
synthesis,top_area_cell,"ha_1",
global_routing,grt_usage,1.847,%
final_timing,tightest_slew,0.2705,ns
synthesis,ys_cells,24,
synthesis,ys_seq_share,0,%
final_timing,finalMaxSlewViolations,0,
place,placed_area,340.3,um2
detailed_routing,via_per_inst,2.663,
run_status,status,"completed",
synthesis,ys_chip_area,165.2,um2
synthesis,topCellsByArea,"ha_1 15%, nor2b_1 15%, inv_1 6.8%",
layout make-up:
type,instances,area share (%)
Inverter,3,3.072
Tap cell,46,15.70
Timing Repair Buffer,13,36.18
Multi-Input combinational cell,21,45.05
final timing paths:
check,startpoint,to,slack [ns],cells after the start
worst max-delay path,B[0],A_lt_B,0.06,5
worst min-delay path,B[1],A_eq_B,1.54,4
what timing repair did:
item                                    in CTS  in global routing
hold buffers                                 0                  0
endpoints found under the setup margin       3                  3
resized                                      5                  5
setup buffers                                1                  0
pin swaps                                    1                  0
cell usage in the layout, fill, tap and decap left out, types with 2 or more instances in the layout:
| cell | count |
|---|---|
| clkdlybuf4s50_1 | 5 |
| a21oi_1 | 2 |
| dlygate4sd2_1 | 2 |
| dlymetal6s2s_1 | 4 |
| inv_1 | 3 |
| buf_4 | 2 |
| nor2b_1 | 3 |
layer usage:
layer,global-route usage (%),vias to the layer above
li1,-,113
met1,1.978,102
met2,2.889,6
met3,1.591,0
met4,0,0
met5,0,-
worst max-delay path, stage by stage:
cell and delay, ns:
clkdlybuf4s50_1 0.41, nor2b_1 0.15, or4_1 0.46, o221a_2 0.13
clkdlybuf4s50_1 0.41
cell families after synthesis:
family	count (synthesis)	synth area share, %
xor gates and xnor gates	1	5.304
adders and majority gates	2	15.15
AOI/OAI and AO/OA	7	30.30
buffers and inverters	3	6.818
and+or+nand+nor	11	42.43
per-stage QoR:
step | util (%) | hold WS, ns | std cells | setup slack (ns)
finish | 10.73 | 1.535 | 83 | 0.06337
detailed placement | 9.963 | 2.200 | 82 | -0.1665
CTS | 10.37 | 2.141 | 83 | 0.003840
global placement | 9.963 | 2.191 | 82 | -0.1746
global route | 10.73 | 1.613 | 83 | 0.001824
floorplan | - | 1.193 | 24 | 0.7839
power by group:
part,switching [mW],total (mW),internal (mW)
registers,0,0,0
clock network,0,0,0
logic,0.0171,0.0479,0.0308
total,0.0171,0.0479,0.0308
Power and IR drop assume default switching activity.
